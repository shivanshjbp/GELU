File: flow/run.sh
#!/bin/bash
# OpenROAD 26Q1-2900-gdf79404cd8, Yosys 0.63+post, stock flow scripts
make -C /OpenROAD-flow-scripts/flow DESIGN_CONFIG=/design/flow/config.mk WORK_HOME=/design/flow/orfs finish
File: flow/config.mk
export PLATFORM = sky130hd
export DESIGN_NAME = ITAGelu
export DESIGN_NICKNAME = ITAGelu
export VERILOG_FILES = /design/flow/design.v
export SDC_FILE = /design/flow/constraint.sdc
export NUM_CORES = 4
export LEC_CHECK = 1
export CORE_UTILIZATION = 30
File: flow/constraint.sdc
current_design ITAGelu

set clk_period 15.4
set clk_io_pct 0.2

create_clock -name clk0 -period $clk_period [get_ports {io_clk}]

set non_clock_inputs [all_inputs -no_clocks]
set_input_delay [expr $clk_period * $clk_io_pct] -clock clk0 $non_clock_inputs
set_output_delay [expr $clk_period * $clk_io_pct] -clock clk0 [all_outputs]
File: flow/design.v
`timescale 1ns/1ps
module ITAGelu (
  input  wire          io_clk,
  input  wire          io_rst_ni,
  input  wire [15:0]   io_b_i,
  input  wire [15:0]   io_c_i,
  input  wire          io_calc_en_i,
  input  wire          io_calc_en_q_i,
  input  wire [7:0]    io_data_i,
  output wire [25:0]   io_data_o
);
  wire       [15:0]   _zz_coreArea_erf_abs;
  wire       [15:0]   _zz_coreArea_erf_clipped;
  wire       [15:0]   _zz_coreArea_erf_clipped_1;
  wire       [25:0]   _zz_coreArea_poly_sq_d;
  wire       [31:0]   _zz_coreArea_poly_sq_d_1;
  wire       [25:0]   _zz_coreArea_erf_L_q1;
  wire       [25:0]   _zz_coreArea_gelu_erf_q1;
  wire       [25:0]   _zz_coreArea_gelu_sum_q1;
  wire       [25:0]   _zz_coreArea_gelu_out_q1;
  wire       [33:0]   _zz_coreArea_gelu_out_q1_1;
  reg        [15:0]   coreArea_c_q1;
  reg        [7:0]    coreArea_data_q1;
  reg                 coreArea_erf_sgn_q1;
  reg        [25:0]   coreArea_poly_sq_q1;
  reg        [25:0]   coreArea_gelu_out_q2;
  wire       [15:0]   coreArea_data_sign_ext;
  wire                coreArea_erf_sgn_d;
  wire       [15:0]   coreArea_erf_abs;
  wire       [15:0]   coreArea_erf_clipped;
  wire       [15:0]   coreArea_poly_d;
  wire       [25:0]   coreArea_poly_sq_d;
  wire       [25:0]   coreArea_erf_L_q1;
  wire       [25:0]   coreArea_gelu_erf_q1;
  wire       [25:0]   coreArea_gelu_sum_q1;
  wire       [25:0]   coreArea_gelu_out_q1;
  assign _zz_coreArea_erf_abs = (- coreArea_data_sign_ext);
  assign _zz_coreArea_erf_clipped = (- io_b_i);
  assign _zz_coreArea_erf_clipped_1 = (- io_b_i);
  assign _zz_coreArea_poly_sq_d_1 = ($signed(coreArea_poly_d) * $signed(coreArea_poly_d));
  assign _zz_coreArea_poly_sq_d = _zz_coreArea_poly_sq_d_1[25:0];
  assign _zz_coreArea_erf_L_q1 = {{10{coreArea_c_q1[15]}}, coreArea_c_q1};
  assign _zz_coreArea_gelu_erf_q1 = (- coreArea_erf_L_q1);
  assign _zz_coreArea_gelu_sum_q1 = {{10{coreArea_c_q1[15]}}, coreArea_c_q1};
  assign _zz_coreArea_gelu_out_q1_1 = ($signed(coreArea_data_q1) * $signed(coreArea_gelu_sum_q1));
  assign _zz_coreArea_gelu_out_q1 = _zz_coreArea_gelu_out_q1_1[25:0];
  assign coreArea_data_sign_ext = {{8{io_data_i[7]}}, io_data_i};
  assign coreArea_erf_sgn_d = ($signed(io_data_i) < $signed(8'h0));
  assign coreArea_erf_abs = (coreArea_erf_sgn_d ? _zz_coreArea_erf_abs : coreArea_data_sign_ext);
  assign coreArea_erf_clipped = (($signed(_zz_coreArea_erf_clipped) < $signed(coreArea_erf_abs)) ? _zz_coreArea_erf_clipped_1 : coreArea_erf_abs);
  assign coreArea_poly_d = ($signed(coreArea_erf_clipped) + $signed(io_b_i));
  assign coreArea_poly_sq_d = (io_calc_en_i ? _zz_coreArea_poly_sq_d : coreArea_poly_sq_q1);
  assign coreArea_erf_L_q1 = ($signed(coreArea_poly_sq_q1) + $signed(_zz_coreArea_erf_L_q1));
  assign coreArea_gelu_erf_q1 = (coreArea_erf_sgn_q1 ? _zz_coreArea_gelu_erf_q1 : coreArea_erf_L_q1);
  assign coreArea_gelu_sum_q1 = ($signed(coreArea_gelu_erf_q1) + $signed(_zz_coreArea_gelu_sum_q1));
  assign coreArea_gelu_out_q1 = (io_calc_en_q_i ? _zz_coreArea_gelu_out_q1 : coreArea_gelu_out_q2);
  assign io_data_o = coreArea_gelu_out_q2;
  always @(posedge io_clk or negedge io_rst_ni) begin
    if(!io_rst_ni) begin
      coreArea_c_q1 <= 16'h0;
      coreArea_data_q1 <= 8'h0;
      coreArea_erf_sgn_q1 <= 1'b0;
      coreArea_poly_sq_q1 <= 26'h0;
      coreArea_gelu_out_q2 <= 26'h0;
    end else begin
      coreArea_c_q1 <= io_c_i;
      coreArea_data_q1 <= io_data_i;
      coreArea_erf_sgn_q1 <= coreArea_erf_sgn_d;
      coreArea_poly_sq_q1 <= coreArea_poly_sq_d;
      coreArea_gelu_out_q2 <= coreArea_gelu_out_q1;
    end
  end
endmodule
==> results.yml <==
# physical design summary
outcome:
  outcome: "complete, no violations"
timing:
  slew_headroom: 0.444
  final.setup_skew_ns: 0.0148
  maxSlewViolCount: 0
  worst-slew-pin-transition_ns: 0.834
  max_freq_ghz: 0.0692
  period_needed_ns: 14.46
  rsz0062_at_grt: "no"
  postLayoutSetupSlackWorst_ns: 0.939
  setup-tns-final_ns: 0
  report.final.hold_viol_count: 0
  report.final.setup_viol: 0
  layout_worst_path_cycle_share: 0.939
job:
  log.warning_count: 29
  drv_cap: 0
logic_synthesis:
  flop_cell: "dfrtp_1"
  netlist-cell-type-count: 78
  yosys_stat_chip_area_sq_um: 19600
  yosysWarnings: 1
  asyncSetResetFlopFracSynth: 1.00
  synth.yosys.num_cells: 2205
  synthesis.instances: 2205
  post_synth_instance_area_sq_um: 19600
  enable_flop_cells: 0
  yosys.stat.seqShare: 0.0958
  flops_latches_synth: 75
  avgSynthCellArea_sq_um: 8.89
route:
  pre_antenna_drt_iters: 4
  ant_nets: 0
  drc_errors: 0
  drt_iter0_markers: 536
  route.detailed.wl_per_inst_um: 13.1
  routed_wl_um: 41100
  detail_route.antenna_diodes: 0
  vias_per_cell: 4.52
  via_total_after_detailed_routing: 14200
setup_path:
  critical_path_class: "in2reg"
  timing.critical_path.to_type: "flip-flop"
  worst_setup_path_start_kind: "input pin"
  worst-path-max-fanout: 11
  cpMostUsedCell: "fa_1"
  critical-path-top-delay-family: "adder cells"
  critical-path-max-stage-delay_ns: 0.65
  critPathSlowestCell: "or4b_1"
  critPathArrivalTime_ns: 14.71
  crit_buf_inv: 7
  critPathRequiredTime_ns: 15.65
grt:
  grt_start_max_net_pins: 46
  global_route.peak_usage_layer: "met2"
  gr-usage-all-layers: 0.137
  use_met1: 0.189
  gr_util_met3: 0.0285
  first_global_vias: 15100
  antenna_found_initial: 0
  final_global_route_overflow_total: 0
  grt_first_pass_wirelength_um: 72500
  grtUsageMet2: 0.233
placement:
  placement.io_buffers: 69
  detailedPlace.worstSlack_ns: 0.519
  placed_cells: 3121
  gp_congestion: 0.863
  hpwl_after_detailed_placement_um: 35000
final_layout:
  syn2layout_area_growth_pct: 11.2
  nFillCells: 6688
  lay_top_cells: "inv_1 (477), fa_1 (309), ha_1 (213)"
  final_cells: 3137
  final_layout_size_suffix_gt1_frac: 0.0482
  final_layout_top_logic_cell: "inv_1"
clock_tree:
  cts_buffers: 9
  clock_tree.htree_level_count: 3
  cts_sinks: 75
  insertion_delay_ns: 0.37
  root_buffer: "clkbuf_16"
  clkSlewWorstSetupHoldPaths_ns: 0.06
  tritoncts: "built"
  cts_setup_buffers: 0
  maximum_number_of_buffers_from_clock_root_to_sink: 2
min_path:
  worst_hold_path_type: "reg2reg"
floorplanning:
  floorplan.initialDensity: 0.304
  boundaryPins: 70
  die_height_um: 258
  fp.coreArea_sq_um: 64500
  row_count: 93
  chipWidth_um: 258
  chip_area_sq_um: 66400
through the flow:
step           cell area, sq um  utilization  hold WS, ns
6_report                  21800        0.338        0.497
5_1_grt                   21800        0.338        0.520
4_1_cts                   21800        0.338        0.498
3_5_place_dp              21400        0.333        0.483
3_3_place_gp              21400        0.333        0.478
2_1_floorplan             19600            -        0.456
worst reg2reg max path: cells and delay by family, from the launching register on:
family	cells	cell delay [ns]
adders and majority gates	7	2.35
buffers and inverters	2	0.10
xor gates and xnor gates	10	2.28
AOI/OAI and AO/OA	8	1.63
and+or+nand+nor	8	2.57
muxes	1	0.31
DFF	1	0.42
timing repair:
action	CTS	global route
hold buffers	0	0
setup endpoints to repair	0	2
resized	0	1
worst paths after layout:
check	start	end	slack [ns]	depth (start not counted)
max in group asynchronous	io_rst_ni	coreArea_poly_sq_q1[23]$_DFFE_PN0P_	11.79	2
min in group asynchronous	io_rst_ni	coreArea_gelu_out_q2[7]$_DFFE_PN0P_	2.64	1
worst min-delay path	coreArea_poly_sq_q1[16]$_DFFE_PN0P_	coreArea_poly_sq_q1[16]$_DFFE_PN0P_	0.50	1
worst max register to register	coreArea_c_q1[0]$_DFF_PN0_	coreArea_gelu_out_q2[25]$_DFFE_PN0P_	5.62	36
worst max-delay path	io_b_i[2]	coreArea_poly_sq_q1[24]$_DFFE_PN0P_	0.94	47
worst min register to register	coreArea_poly_sq_q1[16]$_DFFE_PN0P_	coreArea_poly_sq_q1[16]$_DFFE_PN0P_	0.50	1
registers in the layout, indices dropped and copies added, names as in the netlist:
register,flops
coreArea_c_q1,16
coreArea_poly_sq_q1,25
coreArea_data_q1,8
coreArea_gelu_out_q2,26
logic make-up (layout without fill, tap and decap cells):
kind of cell / after synthesis / in the layout / synth area share
compound gates: 286 / 286 / 0.0954
xor+xnor: 168 / 168 / 0.0779
fa+ha+maj: 522 / 522 / 0.452
buf+inv: 526 / 596 / 0.101
flops: 75 / 75 / 0.0958
mux: 45 / 45 / 0.0258
other cells: 1 / 8 / 0.000191
simple gates: 582 / 582 / 0.153
cell usage after synthesis (10+ instances only):
master | number | area share
nor2b_1 | 35 | 0.011
and3_1 | 11 | 0.0035
o21a_1 | 12 | 0.0046
clkbuf_1 | 45 | 0.0086
ha_1 | 213 | 0.14
and2_1 | 114 | 0.036
or3_1 | 11 | 0.0035
inv_1 | 477 | 0.091
a21oi_1 | 70 | 0.018
a211oi_1 | 12 | 0.0046
fa_1 | 309 | 0.32
a31oi_1 | 15 | 0.0048
a21o_1 | 41 | 0.016
o21bai_1 | 11 | 0.0042
o21ai_0 | 58 | 0.015
mux2_2 | 40 | 0.023
nor3_1 | 23 | 0.0059
nand2_1 | 173 | 0.033
xnor2_1 | 118 | 0.053
nand2b_1 | 54 | 0.017
xor2_1 | 46 | 0.021
dfrtp_1 | 75 | 0.096
nand3_1 | 16 | 0.0041
nor2_1 | 101 | 0.019
o21ai_1 | 10 | 0.0026
layout make-up:
type	count	area, sq um	area share
clock inverter	5	85.1	0.00390
sequential	75	1880	0.0861
clock buffer	11	253	0.0116
tap	855	1070	0.0491
timing repair buffer	101	928	0.0426
inverter	479	1800	0.0825
multi-input combinational	1611	15800	0.724
layer usage:
| layer | vias up | routed length [um] | part of all wire |
|---|---|---|---|
| met3 | 26 | 1880 | 0.046 |
| met4 | 0 | 484 | 0.012 |
| met2 | 208 | 19700 | 0.48 |
| met5 | - | 0 | 0 |
| li1 | 7054 | - | - |
| met1 | 6889 | 19000 | 0.46 |
